==> ./design.v <==
module fifo_2 (	input clk, wr_en, rd_en, rst, fifo_on,
						output empty, full,		
						input [31:0] din,
						output reg [31:0] dout
				  );
	reg [2:0]  count = 0;
	reg [31:0] fifo [0:7];
	reg [2:0]  write = 0;
	reg [2:0]  read = 0;
	always @(posedge clk) 
		begin
			if(fifo_on == 0);
			else 
				begin
					if(rst) 
						begin
							read = 0;
							write = 0;
					   end
			else if (rd_en == 1'b1 && count != 0) 
				begin
					dout = fifo[read];
					read = read + 1'b1;  
				end
			else if (wr_en == 1'b1 && count < 8)
				begin
					fifo[write] = din;
					write = write + 1'b1;  
				end
			else;
		end
			if (write == 8)
					write = 0;
			else if(read == 8)
					read = 0;
		else;
			if (read > write)
				count = read- write;
			else if (write > read)
				count = write - read;
				else;
		end
	assign empty = (count == 0)? 1'b1 : 1'b0;
	assign full = (count == 8)? 1'b1 : 1'b0;
endmodule
==> ./run.sh <==
#!/bin/bash
# OpenROAD 26Q1-2900-gdf79404cd8, Yosys 0.63+post, stock flow scripts
make -C /OpenROAD-flow-scripts/flow DESIGN_CONFIG=/design/flow/config.mk WORK_HOME=/design/flow/orfs finish
==> ./config.mk <==
export PLATFORM = sky130hd
export DESIGN_NAME = fifo_2
export DESIGN_NICKNAME = fifo_2
export VERILOG_FILES = /design/flow/design.v
export SDC_FILE = /design/flow/constraint.sdc
export NUM_CORES = 4
export LEC_CHECK = 1
export CORE_UTILIZATION = 40
==> ./constraint.sdc <==
current_design fifo_2

set clk_period 5.9
set clk_io_pct 0.2

create_clock -name clk0 -period $clk_period [get_ports {clk}]

set non_clock_inputs [all_inputs -no_clocks]
set_input_delay [expr $clk_period * $clk_io_pct] -clock clk0 $non_clock_inputs
set_output_delay [expr $clk_period * $clk_io_pct] -clock clk0 [all_outputs]
==> flow_summary.toml <==
# flow metrics
[run_status]
status = "completed"

[cells_and_area]
comb_area_sq_um = 2390
nFillCells = 2189
drive_gt1_share_pct = 20.9
area_delta_synth_final_pct = 19.3
lay_top_count = "edfxtp_1"
register_area_sq_um = 8870
layout_top_cells = "edfxtp_1 (291), nand2_1 (104), clkdlybuf4s50_1 (69)"

[grt]
grt_overflow = 0
grt_use_total_pct = 16.7
antenna_found_initial = 1
grt_pass1_vias = 6034
grt_max_degree = 51
grt_pass1_wl_mm = 32.9

[place]
port_buffers = 69
hpwl_mm = 11.2
gp_congestion = 0.809
dp_slack_ns = 1.76

[floorplanning]
die_h_um = 170
die_w_um = 170
die_area_sq_um = 29100
io_pins = 71
fp_util_pct = 40.8
rows = 61
core_area_sq_um = 27900

[clock_tree]
cts_buffer_depth = 3
clkTransAtPathRegs_ns = 0.07
numCtsBuffers = 29
cts_sinks = 297
ctsRootBufferMaster = "clkbuf_16"
cts_tree = "built"
post_cts_resize_count = 0
clk_latency_ns = 0.53
post-cts-setup-buffer-count = 0
cts_hold_buf = 0
htree_levels = 1

[synth]
ys.flops = 297
top_cells_by_area = "edfxtp_1 (77%), mux4_2 (13%), nand2_1 (3.4%), dfxtp_1 (1.1%), ha_1 (0.88%)"
synthDistinctLibCells = 41
syn_inst = 565
async_reset_ff_share_pct = 0
ff_type = "edfxtp_1"
yosys.stat.seqShare_pct = 78.0
synth.top_cell.area_share_pct = 77.0
yosys_cells = 565
avgSynthCellArea_sq_um = 20.1
synth_warnings = 1
ys_chip_area_sq_um = 11400
top_area_cell = "edfxtp_1"
edf_count = 291
mappedNetlistArea_sq_um = 11400

[routing]
drt_first_iter_violations = 384
vias = 5501
drc = 0
ant_nets = 0
wl_per_cell_um = 19.7
finalWirelength_mm = 20.8
insertedDiodeCount = 0
via_per_inst = 5.22
drtPass1Iterations = 4

[sta]
max_freq_ghz = 0.276
hold_violations = 0
fin_crit_ns = 3.63
slew_headroom_pct = 50.6
period_used_pct = 61.5
worst_slack_ns = 2.27
fin_worst_skew_ns = 0.0201
tightest_slew_ns = 0.740
finalSetupViolCount = 0
rsz0062_at_grt = "no"
slew_violations = 0
tns_ns = 0

[critical_path]
cpPeakStageDelay_ns = 0.58
path_buffers = 1
cpMaxStageDelayCell = "clkdlybuf4s50_1"
critPathRequiredTime_ns = 6.18
cp_cell_sequence = "clkdlybuf4s50_1 > nand2b_1 > or3_1 > nand3_1 > ha_1 > nand2_1 > a211oi_1 > nor2_1 > o32a_1"
cp-end-kind = "register"
critical-path-top-delay-family = "simple AND/OR/NAND/NOR gates"
crit_fanout = 11
critical_path_arrival_ns = 3.91
start_kind = "input port"
crit_type = "in2reg"

[flow_run]
warning_count = 28
maxCapViolCount = 0

[hold_path]
hold_path_class = "reg2reg"

[power]
ir_worst_vdd_uv = 210
p_per_area_nw_per_um2 = 408
leakagePower_nw = 4.37
kinds of logic (layout without fill, tap and decap cells):
kind of cell | after synthesis | in the layout | share of synthesized area (%)
other | 1 | 1 | 0.0330
AOI/OAI and AO/OA | 23 | 23 | 1.71
DFF | 297 | 297 | 78.0
adders and majority gates | 10 | 10 | 1.23
buffers and inverters | 38 | 149 | 1.47
muxes | 66 | 66 | 12.9
and+or+nand+nor | 130 | 130 | 4.65
cells in the mapped netlist, types with 2 or more instances:
library cell and instances:
a211oi_1 2, a21oi_1 2, a2bb2oi_1 3, and3_1 2
buf_1 7, buf_2 7, buf_4 4, clkbuf_1 7
dfxtp_1 6, edfxtp_1 291, fa_1 2, ha_1 8
inv_1 13, mux4_2 64, nand2_1 104, nand3_1 2
nand3b_1 2, nor2_1 11, nor3_1 2, o22ai_1 4
or3_1 2
sequential cells by signal, summed over array words and instances, names as in the netlist:
name	cells
dout	32
fifo	256
count	3
write	3
read	3
power breakdown:
group / switching (mW) / internal (mW)
Combinational: 0.558 / 0.544
Clock: 0.730 / 1.11
Sequential: 0.115 / 2.46
stage by stage:
stage / hold slack, ns / total power, mW / util, % / area (sq um) / instances
finish: 0.540 / 5.52 / 48.6 / 13500 / 1054
global placement: 0.526 / 3.71 / 45.1 / 12600 / 1001
global route: 0.568 / 5.79 / 48.6 / 13500 / 1054
CTS: 0.540 / 5.59 / 48.6 / 13500 / 1054
detailed placement: 0.525 / 3.73 / 45.1 / 12600 / 1001
floorplan: 0.544 / 3.39 / - / 11400 / 565
final timing paths:
check / startpoint / to / slack, ns / cells after the start
setup / recovery: rst / count[2] / 2.27 / 9
hold / removal: read[2] / read[2] / 0.54 / 2
setup reg to reg: read[1] / count[1] / 2.52 / 9
hold reg to reg: read[2] / read[2] / 0.54 / 2
tightest hold or removal path, cell delays in order, from the launching register on:
cell and delay [ns]:
dfxtp_2 0.33, inv_1 0.07, o22ai_1 0.09
layer usage:
metal | GRT usage, % | up-vias | part of all wire, %
li1 | - | 2419 | -
met3 | 11.1 | 31 | 14
met4 | 3.37 | 2 | 2.1
met5 | 0 | - | 0.063
met1 | 21.9 | 2722 | 36
met2 | 24.8 | 327 | 48
area by class of cell:
| class | instances | share of cell area, % |
|---|---|---|
| sequential | 297 | 65.5 |
| tap | 378 | 3.49 |
| multi-input combinational | 230 | 17.7 |
| clock buffer | 32 | 5.44 |
| inverter | 13 | 0.360 |
| timing repair buffer | 83 | 5.88 |
| clock inverter | 21 | 1.66 |
Power and IR drop assume default switching activity.
