==> flow/design.v <==
module traffic_light_behav ( input m, clk, rst,
                             output reg r1, r2, y1, y2, g1, g2);
  localparam state_0 = 3'b000;
  localparam state_1 = 3'b001;
  localparam state_2 = 3'b010;
  localparam state_3 = 3'b011;
  localparam state_4 = 3'b100;
  localparam state_5 = 3'b101;
  reg [2:0] CurrentState, NextState;
  always @(posedge clk or posedge rst) begin
    if (rst) 
      CurrentState = state_0;
 	else 
      CurrentState = NextState;
   end
  always @(posedge clk) begin
    if (CurrentState == state_0) 
      begin
   		r1 = 1;
        r2 = 0;
        y1 = 0;
        y2 = 0;
        g1 = 0;
        g2 = 1;
      end
   else if (CurrentState == state_1) 
      begin
   		r1 = 1;
        r2 = 0;
        y1 = 0;
        y2 = 1;
        g1 = 0;
        g2 = 0;
      end
 else if (CurrentState == state_2) 
      begin
   		 r1 = 1;
         r2 = 1;
         y1 = 0;
         y2 = 0;
         g1 = 0;
         g2 = 0;
      end
 else if (CurrentState == state_3) 
      begin
         r1 = 0;
         r2 = 1;
         y1 = 0;
         y2 = 0;
   		 g1 = 1;
         g2 = 0;
      end
 else if (CurrentState == state_4) 
      begin
          r1 = 0;
          r2 = 1;
   		  y1 = 1;
          y2 = 0;
          g1 = 0;
          g2 = 0;
      end
  else if (CurrentState == state_5) 
      begin
   		 r1 = 1;
         r2 = 1;
         y1 = 0;
         y2 = 0;
         g1 = 0;
         g2 = 0;
      end
  end
  always @(CurrentState or m) 
    begin
		NextState = CurrentState;
      	case (CurrentState)
	state_0 : 
		if (m) 
          NextState = state_1;
   state_1 : 
      if (m)
        NextState = state_3;
      else if (!m)  
        NextState = state_2;
   state_2: 
      if (m) 
        NextState = state_3;
   state_3 :
      if (m) 
        NextState = state_4;
   state_4 :
     if (m) 
       NextState = state_0;
     else if (!m) 
       NextState = state_5;
   state_5 : 
     if (m)
       NextState = state_0;
	endcase
	end
endmodule
==> flow/run.sh <==
#!/bin/bash
# OpenROAD 26Q1-2900-gdf79404cd8, Yosys 0.63+post, stock flow scripts
make -C /OpenROAD-flow-scripts/flow DESIGN_CONFIG=/design/flow/config.mk WORK_HOME=/design/flow/orfs finish
==> flow/config.mk <==
export PLATFORM = sky130hd
export DESIGN_NAME = traffic_light_behav
export DESIGN_NICKNAME = traffic_light_behav
export VERILOG_FILES = /design/flow/design.v
export SDC_FILE = /design/flow/constraint.sdc
export NUM_CORES = 4
export LEC_CHECK = 1
export CORE_AREA = 10 10 70 70
export DIE_AREA = 0 0 80 80
==> flow/constraint.sdc <==
current_design traffic_light_behav

set clk_period 1.1
set clk_io_pct 0.2

create_clock -name clk0 -period $clk_period [get_ports {clk}]

set non_clock_inputs [all_inputs -no_clocks]
set_input_delay [expr $clk_period * $clk_io_pct] -clock clk0 $non_clock_inputs
set_output_delay [expr $clk_period * $clk_io_pct] -clock clk0 [all_outputs]
==> run summary <==
Final ANT Viol Nets - 0
RSZ-0062 raised after global routing - true
Mean post-synth cell area - 11.06 µm²
Die y size - 80 µm
Fill cells - 388
DR iter-0 viols - 17
Top-level port count - 9
PwrDens - 1662 nW/µm²
Fraction of layout cells with a size suffix above 1 - 31.48%
GPL Wtd Cong - 0.7179
Worst setup margin - -0.09828 ns
H-tree levels - 1
Synth Cell Area - 420.4 µm²
Core Rows - 21
Crit path buffers/inverters - 0
Static leakage - 0.0002887 µW
Initial Util - 12.31%
Setup_tns - -0.1002 ns
Unique masters post-synth - 17
CP delay by family, top - simple AND/OR/NAND/NOR gates
Status - finished, violations left
Worst slew pin tran - 0.2471 ns
Avg Vias per Cell - 3.180
Number of optimization iterations in the first detailed-route pass - 4
Worst Hold Class - primary input to async pin
Tool warnings - 28
MaxCap Viol Count - 0
Pins over their slew limit - 0
Setup bufs post-CTS - 0
Port Buffers - 8
N_diodes - 0
Yosys warns - 1
Worst-path cell chain - or4_4 -> o21a_1
Startpoint types - flop
Gr usage total - 2.825%
DRC viols - 0
Largest net degree at the start of global routing - 9
Min Tclk post-route - 1.198 ns
Clock latency (worst-skew pair) - 0.26 ns
Root buffer cell - clkbuf_4
Die ar. - 6400 µm²
Arrival @ worst endpoint - 1.36 ns
Setup skew after layout - 0.003461 ns
Yosys chip area - 420.4 µm²
Grt ovf - 0
Area growth, synth to finish - 49.70%
Min Hold Slack - 0.1640 ns
Core ar. - 3416 µm²
Synth area leader - dfrtp_1
Count of final setup violators - 2
Peak Freq - 0.8345 GHz
Placed Cells - 96
Hold buffers post-CTS - 0
Slew HR - 83.48%
Critical Setup Path Class - flop to flop
Crit path DRT - 1.26 ns
Crit-path max FO - 2
CP endpoint kind - flop
Finished Core Util - 18.42%
Number of CTS-inserted buffers - 3
Failing checks - setup timing
Maximum buffer depth of the clock tree - 2
Register share after synthesis - 64.58%
Number of cells in Yosys stat - 38
Hold Fails Final Rpt - 0
First-pass GRT wire length - 1421 µm
CTS tree - yes
Die width - 80 µm
Routed WL - 859 µm
Synth top area share - 29.76%
Ys flops - 12
Multi-input logic area - 142.6 µm²
CP max stage delay - 0.54 ns
Worst-path clk slew - 0.07 ns
Post-detailed-route wirelength per cell - 8.590 µm
Finished Layout Cells - 100
Vias in the first global route - 316
Vias post-DR - 318
Slowest-stage cell, CP - or4_4
CTS Sinks - 12
Cells after synthesis - 38
Top cells, area - dfrtp_1 30%, dfxtp_1 29%, nor2_1 7.1%
Antenna violations before repair - 0
Fin crit share - 108.9%
Maximum VDD drop - 0.3813 mV
Register Area - 279.0 µm²
worst paths after layout:
kind	cells after the start	slack (ns)	from	endpoint
worst max-delay path	2	-0.1	CurrentState[2]	r2
worst min-delay path	2	0.16	rst	CurrentState[3]
worst max register to register	2	-0.1	CurrentState[2]	r2
worst min register to register	1	0.46	r2	r2
max in group asynchronous	2	0.69	rst	async pin
min in group clk0	1	0.46	r2	r2
through the flow:
stage / area (µm²) / total power, µW / setup WS (ns)
after floorplan: 420.4 / 612.7 / -0.08358
after global placement: 588.1 / 726.9 / -0.06781
after detailed placement: 588.1 / 731.8 / -0.07681
after CTS: 624.3 / 1051 / -0.09333
after global routing: 629.4 / 1116 / -0.1268
final: 629.4 / 1046 / -0.09828
synth_stat cells:
| library cell | count |
|---|---|
| nor2_1 | 8 |
| dfxtp_1 | 6 |
| dfrtp_1 | 5 |
| inv_1 | 3 |
| a21oi_1 | 2 |
| and2_1 | 2 |
| o21a_1 | 2 |
| a41o_1 | 1 |
| dfstp_2 | 1 |
| nand2b_1 | 1 |
| nor2b_1 | 1 |
| nor3_1 | 1 |
| nor3b_1 | 1 |
| o211a_1 | 1 |
| o22ai_1 | 1 |
| o31ai_1 | 1 |
| or4_4 | 1 |
per-layer routing:
metal	GRT usage [%]	vias up	wire [µm]	part of all wire, %
li1	-	164	-	-
met1	3.880	142	432	50
met2	3.291	12	299	35
met3	2.386	0	127	15
met4	0.3521	0	0	0
met5	0	-	0	0
report_power, final:
group,leakage (µW),switching [µW],internal [µW],total (µW)
Clock,0.0000210,133,201,334
Sequential,0.000124,38.5,504,542
Combinational,0.000144,69.7,99.8,170
logic make-up after synthesis:
| kind of cell | Yosys count | share of synthesized area [%] |
|---|---|---|
| simple gates | 15 | 18.75 |
| flops | 12 | 64.59 |
| buf+inv | 3 | 2.678 |
| compound gates | 8 | 13.99 |
cells in the final DEF, fill, tap and decap left out, drive strengths merged, types with 2 or more instances in the layout:
master,n
dlygate4sd2,6
and2,2
nor2,8
o21a,2
clkbuf,4
a21oi,2
buf,4
inv,3
dfrtp,5
clkdlybuf4s50,2
dfxtp,6
layout make-up:
class,count,area share [%]
multi-input cells,23,22.66
repair buffers,12,16.30
flip-flops and latches,12,44.33
well taps,46,9.145
clock buffers,4,5.765
inverters,3,1.789
timing repair:
item                       in CTS  in global routing
pin swaps                       1                  0
resized                        12                  1
setup endpoints to repair       8                  5
Power and IR drop assume default switching activity.
