--- design.v ---
module half_adder (
  					input A, B,
  					output sum, carry_out
				   );
 assign sum = A ^ B;
 assign carry_out = A & B;
endmodule
module full_adder (
  					input A, B, carry_in,
  					output sum, carry_out
				   );
  half_adder u1 (.A(A),
                 .B(B),
                 .sum(sum),
                 .carry_out(carry_out));
  assign sum = A ^ B ^ carry_in;
  assign carry_out = (A & B) | (B & carry_in) | (A & carry_in);
endmodule
module mux2_1(input B, 
              input [1:0] alu_control,
              output reg mux_out);
  wire B_bar;
  not (B_bar, B);
  assign mux_out = (alu_control) ? B_bar : B;
endmodule
module N_adder #(parameter N = 4) (
                                    input  [N-1:0] A, B,
  									input [1:0] alu_control, 
                                    output [N-1:0] sum
  									);
  wire [N-1:0] carry;
  wire  carry_out;
    mux2_1 ut(
      .mux_out(B),
      .alu_control(alu_control));
  genvar i;
  	generate
    	for(i = 0; i < N; i = i+1)
         begin: generate_N_bit_Adder
      if(i == 0)
        half_adder inst_1(A[0], B[0],sum[0], carry [0]);
      else
        full_adder inst_2(A[0], B[0], carry [i-1], sum[i],carry[i]);
    end
      assign carry_out = carry[N-1];
    endgenerate
endmodule
module LogicUnit #(parameter N = 4) (input [N-1:0] A, B,
                                     input [N-1:0] sum,
                  					 input[1:0] alu_control, 
    								 output [N-1:0] result);
  reg [N-1:0] result1;
  N_adder inst(.sum(sum),
               .alu_control(alu_control));
  always @* begin
  case(alu_control)
    2'b00: result1 = A + B;
    2'b01: result1 = A - B;
    2'b10: result1 = A & B;
    2'b11: result1 = A | B;
    default: ;
  endcase
end 
  assign result = result1;
endmodule
--- run.sh ---
#!/bin/bash
# OpenROAD 26Q1-2900-gdf79404cd8, Yosys 0.63+post, stock flow scripts
make -C /OpenROAD-flow-scripts/flow DESIGN_CONFIG=/design/flow/config.mk WORK_HOME=/design/flow/orfs finish
--- config.mk ---
export PLATFORM = sky130hd
export DESIGN_NAME = LogicUnit
export DESIGN_NICKNAME = LogicUnit
export VERILOG_FILES = /design/flow/design.v
export SDC_FILE = /design/flow/constraint.sdc
export NUM_CORES = 4
export LEC_CHECK = 1
export CORE_AREA = 10 10 70 70
export DIE_AREA = 0 0 80 80
--- constraint.sdc ---
current_design LogicUnit

set clk_period 4.6
set clk_io_pct 0.2

create_clock -name clk0 -period $clk_period

set non_clock_inputs [all_inputs -no_clocks]
set_input_delay [expr $clk_period * $clk_io_pct] -clock clk0 $non_clock_inputs
set_output_delay [expr $clk_period * $clk_io_pct] -clock clk0 [all_outputs]
==> run summary <==
Physical implementation status

The residual DRC count stands at 0. For this run, the detailed router reports a per-instance via density of 3.46. Buffers inserted to repair hold after CTS numbered 0. The number of rows in the core area stands at 21. The wire-length estimate of the detail-placed layout is about 890 um. After synthesis, the most frequently instantiated cells are sky130_fd_sc_hd__ha_1, sky130_fd_sc_hd__inv_1, sky130_fd_sc_hd__mux2i_1, sky130_fd_sc_hd__nor2_1. After synthesis the cells add up to 394 um^2. The synthesized netlist cell count stands at ~48. STA lists the startpoint of the worst hold path as B[3].

Among cell families on the critical path, the largest total delay comes from simple AND/OR/NAND/NOR gates. The floorplan step set the die width to about 80 um. Fill cells in the final layout number 398. The antenna cell count stands at 0.

During synthesis, Yosys emitted a total of 3 warnings. For this run, the chip area from Yosys synthesis comes to 394 um^2. The count of cells along the worst hold path stands at 4.

Per STA, the highest per-stage delay on the worst path measures approximately 0.49 ns. The finished layout reports a core utilization of 0.185. The number of buffers and inverters on the critical path is 3. RePlAce ended its routability-driven mode at a weighted congestion of approximately 0.77. In the final report, the number of pins over their slew limit comes to 0. The number of top-level design ports stands at 18. The number of DRC markers in iteration 0 stands at 5. According to the floorplan report, the placeable core area is about 3400 um^2.

In this design, the critical path's most frequently occurring cell is sky130_fd_sc_hd__ha_1. The path with the worst hold slack has its endpoint at result[3]. The setup path with the least slack is of type input port to output port.

Averaged over all synthesized cells, the footprint is ~8 um^2. In this run the vertical extent of the chip is roughly 80 um. The number of global-route vias before repair stands at between 300 and 400. STA lists the maximum fanout along the critical path as 4. Dividing total power by cell area gives a power density of 121 nW/um^2.

Once placement finished, the instance area stood at approximately 630 um^2. The report lists the cells along the critical path as clkdlybuf4s50_1 > inv_1 > ha_1 > nand2b_1 > xor2_1 > ha_1 > and3b_4 > or4_4 > a21boi_2 > o21ai_1 > o311ai_1 > dlygate4sd2_1. The initial antenna violation count stands at 0. The run finished with clean final reports. The data required time at the worst endpoint stands at 3.68 ns. In this run the static leakage power is ~0.28 nW. The synthesis-to-finish area growth stands at 60.6%.

On the critical path, the stage with the largest delay is an instance of sky130_fd_sc_hd__or4_4. In the Yosys stats the netlist draws on 28 distinct library cells. The overall power consumption stands at roughly 0.076 mW.

For this run, the total global-route usage over all layers was measured as 0.0321. Registers take 0 um^2. Of the available clock period, the critical path in the final layout requires 0.951. The end-of-flow timing check tallies setup violations at 0. The transition time of the tightest slew-check pin stands at 0.325 ns. TritonRoute output was used to compute an average wire per cell of around 8.8 um. In this run the tightest slew margin relative to its limit is 0.782. The layout sequential cell count stands at 0. The max-cap violation count stands at 0. The wire length of the first global-routing pass stands at approximately 1800 um. The number of instances resized during post-cts repair stands at 1.

Static timing analysis puts the maximum clock frequency at between 200 and 250 MHz. The worst setup path is launched from an input port. The count of clock-net buffers in the final layout stands at 0. Summing all non-filler instances in the final layout gives an area of roughly 630 um^2.

The maximum number of pins on one net before global-route repair stands at 13. Yosys attributes the largest share of cell area to sky130_fd_sc_hd__ha_1, sky130_fd_sc_hd__mux2i_1, sky130_fd_sc_hd__fa_1. The arrival time at the worst endpoint stands at approximately 3.5 ns.

In this run the remaining antenna-violating nets after routing total 0. Summed over all instances, the cell type with the most area after synthesis is sky130_fd_sc_hd__ha_1. The total tool warning count stands at 38. The area of the chip stands at approximately 6400 um^2. After synthesis, the design contains around 48 cells according to Yosys. The first detailed-routing pass ran for 4 iterations.

The routed layout has 398 vias. Summed over all layers, the global routing overflow is 0. The maximum resistive drop on vdd stands at 52.0 uV. The top-area cell type share of the netlist area stands at 0.190. Of the synthesized area, sequential elements account for 0. The number of setup buffers added after CTS stands at 0. The min-delay analysis places its worst path in the category input port to output port. The count of buffers inserted at the top-level ports stands at 14. Setup repair after global routing left no endpoint under its margin. The wire length reported by the detailed router stands at 1010 um.

Among all cell types in the netlist, the one instantiated most often is sky130_fd_sc_hd__ha_1. In the floorplan report the effective utilization is 0.115. Endpoints failing hold in the final report were tallied at 0. The share of final-layout standard cells stronger than drive strength 1 stands at 0.203. The worst setup path is captured at an output port. The final critical path time including I/O delays and setup stands at between 4 and 5 ns.
[logic make-up (layout without fill, tap and decap cells)]
family          Yosys count  in the layout  synth area share
fa+ha+maj                 9              9             0.292
compound gates           13             13             0.238
simple gates             12             12             0.187
buf+inv                   7             28             0.111
xor+xnor                  3              3            0.0667
mux                       4              4             0.105
[area by class of cell]
cell class / instances / area (um^2) / area share
tap: 46 / 57.6 / 0.0909
timing repair buffer: 23 / 206 / 0.326
multi-input combinational: 41 / 350 / 0.553
inverter: 5 / 18.8 / 0.0296
[metrics by stage]
stage          hold slack (ns)  std cells  setup TNS [ns]  worst slack, ns
2_1_floorplan             1.90         48               0             1.04
3_3_place_gp              2.89        115         -0.0580          -0.0580
3_5_place_dp              2.90        115         -0.0604          -0.0604
4_1_cts                   2.72        115               0            0.211
5_1_grt                   2.80        115               0           0.0252
6_report                  2.70        115               0            0.226
[tightest hold or removal path, stage by stage]
cell                              delay [ns]
sky130_fd_sc_hd__clkdlybuf4s50_1        0.50
sky130_fd_sc_hd__o21ai_1                0.08
sky130_fd_sc_hd__o311ai_1               0.06
sky130_fd_sc_hd__dlygate4sd2_1          0.22
[layout by cell type, fill, tap and decap left out]
cell type / instances
sky130_fd_sc_hd__xnor2_1: 2
sky130_fd_sc_hd__inv_1: 5
sky130_fd_sc_hd__a21oi_1: 1
sky130_fd_sc_hd__o21ba_2: 1
sky130_fd_sc_hd__a21boi_2: 1
sky130_fd_sc_hd__nor3_1: 1
sky130_fd_sc_hd__maj3_1: 2
sky130_fd_sc_hd__nand2b_1: 2
sky130_fd_sc_hd__o21ai_1: 1
sky130_fd_sc_hd__a32oi_1: 1
sky130_fd_sc_hd__nor4_1: 1
sky130_fd_sc_hd__a21o_1: 2
sky130_fd_sc_hd__or4_4: 1
sky130_fd_sc_hd__xor2_1: 1
sky130_fd_sc_hd__dlygate4sd2_1: 1
sky130_fd_sc_hd__mux2i_1: 3
sky130_fd_sc_hd__and3b_4: 1
sky130_fd_sc_hd__o31ai_1: 1
sky130_fd_sc_hd__buf_4: 9
sky130_fd_sc_hd__o311ai_1: 1
sky130_fd_sc_hd__nor2_1: 3
sky130_fd_sc_hd__clkdlybuf4s50_1: 13
sky130_fd_sc_hd__ha_1: 6
sky130_fd_sc_hd__nand2_1: 2
sky130_fd_sc_hd__and2b_1: 1
sky130_fd_sc_hd__mux2_2: 1
sky130_fd_sc_hd__o21ai_0: 2
sky130_fd_sc_hd__fa_1: 1
sky130_fd_sc_hd__o22ai_1: 2
[power by group]
group	internal [mW]	switching, mW	leakage, nW
Sequential	0	0	0
Combinational	0.0471	0.0292	0.276
Clock	0	0	0
[worst max path at each step]
stage / from / endpoint / depth (start not counted)
after CTS: B[0] / result[3] / 12
after global routing: B[0] / result[3] / 13
final: B[0] / result[3] / 12
[routing by layer]
layer | up-vias | routed length (um) | track usage
li1 | 215 | - | -
met2 | 9 | 388 | 0.0425
met4 | 0 | 0 | 0
met5 | - | 0 | 0
met3 | 0 | 60 | 0.00682
met1 | 174 | 563 | 0.0528
No activity file was given, so power comes from the tool's default toggle rates.
